==> design/flow/design.v <==
`timescale 1ns / 1ps
module charge (
    input clk,
	input [1:0] mode,
	input [19:0]all_number,
	input [3:0] add,
    input index_type,
	output reg error,
	output reg [19:0]all_num
  );
  	 reg [3:0] i;
	 reg[3:0] j;
  reg [3:0]number_of_goods;
  reg [19:0]all_number_copy;
  reg[3:0]result_num;
	always @(posedge clk) begin
			j=0;
			i=index_type*4-4;
			all_number_copy=all_number;
		for(j=0 ; j<4 ; j=j+1)begin
			number_of_goods[j] = all_number[i];
			i=i+1;
    	end
	all_number_copy=all_number;
	if (mode == 2'b01) begin
			if (number_of_goods + add <= 4'b1111) begin
			    result_num[3:0]=number_of_goods + add;
				error = 1'b0;
			end
			else begin
				error= 1'b1;
				 result_num[3:0] = number_of_goods;
	    		end
    		end
			j=0;
			i=index_type*4-4;
			all_number_copy=all_number;
		for(j=0 ; j<4 ; j=j+1)begin
			all_number_copy[j] = result_num[i];
			i=i+1;
    	end
			all_num=all_number;
		end
endmodule : charge
==> design/flow/run.sh <==
#!/bin/bash
# OpenROAD 26Q1-2900-gdf79404cd8, Yosys 0.63+post, stock flow scripts
make -C /OpenROAD-flow-scripts/flow DESIGN_CONFIG=/design/flow/config.mk WORK_HOME=/design/flow/orfs finish
==> design/flow/config.mk <==
export PLATFORM = sky130hd
export DESIGN_NAME = charge
export DESIGN_NICKNAME = charge
export VERILOG_FILES = /design/flow/design.v
export SDC_FILE = /design/flow/constraint.sdc
export NUM_CORES = 4
export LEC_CHECK = 1
export CORE_AREA = 10 10 74 74
export DIE_AREA = 0 0 84 84
==> design/flow/constraint.sdc <==
current_design charge

set clk_period 1.0
set clk_io_pct 0.2

create_clock -name clk0 -period $clk_period [get_ports {clk}]

set non_clock_inputs [all_inputs -no_clocks]
set_input_delay [expr $clk_period * $clk_io_pct] -clock clk0 $non_clock_inputs
set_output_delay [expr $clk_period * $clk_io_pct] -clock clk0 [all_outputs]
==> results.json <==
{
  "vias": 295,
  "crit_required_ns": 0.80,
  "hold_class": "in -> reg",
  "cellLeakagePower_nw": 0.3701,
  "grt_overflow": 0,
  "pwr-share-seq_pct": 53.8,
  "top_usage_layer": "met2",
  "switching_share_pct": 17.35,
  "topCellsByArea": "dfxtp_1 97%, buf_4 1.8%, conb_1 0.91%",
  "dpl_cell_area_um2": 867.1,
  "ys_warn_count": 1,
  "met1_usage_pct": 3.487,
  "grt_max_degree": 12,
  "die_y_um": 84,
  "clkPwrFrac_pct": 37.8,
  "cp-end-kind": "output port",
  "yosysTopAreaCellShare_pct": 97.26,
  "final_cells": 115,
  "clock_sinks": 20,
  "hold_violations": 0,
  "critPathKind": "reg -> out",
  "critical_path.slowest_cell": "dfxtp_1",
  "final_antenna_net_count": 0,
  "core_region_area_um2": 3971,
  "post_drt_wl_per_cell_um": 11.52,
  "path_buffers": 1,
  "design_area_um2": 924.6,
  "internal_power_mw": 1.304,
  "arrival_ns": 0.75,
  "ys_cells": 22,
  "largest_reg_flops": 20,
  "syn-cell-area_um2": 411.6,
  "peakVddDrop_mv": 0.6242,
  "use_met2_pct": 5.645,
  "combPwrFrac_pct": 8.4,
  "cts_buffers": 3,
  "slowest_delay_ns": 0.31,
  "track_usage_pct": 3.690,
  "fillCellCount": 422,
  "final_cell_mix": "20 x clkdlybuf4s50_1, 20 x clkdlybuf4s15_1, 18 x dfxtp_1, 4 x clkbuf_8, 2 x dfxtp_2",
  "routabilityCongestion": 0.7466,
  "seq_area_um2": 402.9,
  "p_switching_mw": 0.2736,
  "synth_area_per_cell_um2": 18.71,
  "cts_root_buffer": "clkbuf_8",
  "yosysTopAreaCell": "dfxtp_1",
  "period_used_pct": 95.24,
  "setup_viol": 0,
  "cp_max_fo": 1,
  "num_rows": 23,
  "hold_buffers": 0,
  "htreeDepth": 1,
  "port-buffer-count": 40,
  "numSynthFlops": 20,
  "area_delta_synth_final_pct": 124.6,
  "pin_count": 49,
  "grt_pass1_wl_mm": 2.007,
  "rsz0062_at_grt": "false",
  "startpoint_type": "flop",
  "layout_min_cycle_time_ns": 0.9524,
  "drv_cap": 0,
  "dr.pass1.iters": 2,
  "power.density_nw_per_um2": 1706,
  "clk_pin_slew_ns": 0.07,
  "slew_viol_final": 0,
  "antenna_found_initial": 0,
  "drc": 0,
  "tns_ns": 0,
  "fp-utilization_pct": 10.37,
  "viasPerCell": 2.565,
  "layout-drive-gt1-share_pct": 9.231,
  "warning_count": 32,
  "cts_tree": "yes",
  "chip_area_um2": 7056,
  "ys_area_um2": 411.6,
  "dp.cells": 111,
  "grt_pass1_vias": 328,
  "detail_route.iter0.violations": 5,
  "drt-total-wl_mm": 1.325,
  "synth_cell_type_count": 3,
  "comb_area_um2": 3.754,
  "critical_path.cell_chain": "clkdlybuf4s15_1",
  "die_w_um": 84,
  "met3_usage_pct": 4.035,
  "clock_path_buffers": 2,
  "yosysSeqAreaShare_pct": 97.26,
  "timing.fmax_mhz": 1050,
  "outcome": "completed",
  "diodes": 0,
  "synthCells": 22,
  "crit_family": "flip-flops"
}
-- timing repair --
| action | CTS | global route |
|---|---|---|
| endpoints found under the setup margin | 20 | 12 |
| gates resized | 29 | 13 |
| setup buffers | 0 | 0 |
| gates cloned | 0 | 0 |
-- power groups by stage --
stage	sequential [mW]	clock, mW	combinational (mW)
CTS	0.848	0.623	0.131
global route	0.853	0.663	0.143
finish	0.849	0.596	0.132
-- through the flow --
| step | hold WS (ns) | setup slack, ns | util, % | total power, mW |
|---|---|---|---|---|
| 3_3_place_gp | 0.6516 | 0.02663 | 21.83 | 1.021 |
| 2_1_floorplan | 0.2277 | 0.5385 | - | 0.8587 |
| 3_5_place_dp | 0.6517 | 0.01630 | 21.83 | 1.023 |
| 5_1_grt | 0.3618 | 0.003982 | 23.28 | 1.659 |
| 6_report | 0.3823 | 0.04761 | 23.28 | 1.577 |
| 4_1_cts | 0.3757 | 0.0005732 | 22.87 | 1.602 |
-- cells in the mapped netlist --
cell type  count
dfxtp_1       20
buf_4          1
conb_1         1
-- final cells by class --
cell class | instances | share of cell area, %
flip-flops and latches | 20 | 43.57
repair buffers | 40 | 43.30
well taps | 50 | 6.766
clock buffers | 4 | 5.954
multi-input cells | 1 | 0.4060
-- metal layers --
metal,vias to the layer above,wire length (um),part of all wire (%)
met5,-,0,0
met4,0,0,0
li1,148,-,-
met2,28,586,44
met1,119,502,38
met3,0,236,18
-- logic make-up after synthesis --
family | after synthesis | synth area share (%)
flops | 20 | 97.26
buf+inv | 1 | 1.824
other cells | 1 | 0.9110
-- path summary, 6_finish.rpt --
check                        endpoint               start  depth (start not counted)  slack [ns]
hold / removal    all_num[17]$_DFF_P_      all_number[17]                          1        0.38
setup / recovery           all_num[9]  all_num[9]$_DFF_P_                          1        0.05
Power and IR drop assume default switching activity.
