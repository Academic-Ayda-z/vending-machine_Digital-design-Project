$ cat design.v
`timescale 1ns / 1ps
module customer (
    input clk,
    input [1:0]mode,
    input index_type,
    input [3:0]in_number,
    input [3:0]money,
    input [3:0]saved_money,
    input [19:0]all_number,
    input [19:0]all_price,
    output reg error,
    output reg [3:0]update_saved_money,
    output reg [3:0]remainig_money,
    output reg [19:0]update_all_number
    );
    reg [3:0]price;
    assign price[3:0]=all_price[index_type*4+4 -: 4];
    assign number[3:0]=all_number[index_type*4+4 -: 4];
    always @(posedge clk) begin
    	if (mode == 2'b00) begin
        if(number>=in_number && in_number * price <= money)begin
            number=number-in_number;
            remainig_money=money-price;
            update_saved_money=saved_money+price;
            end
        end
     end
    assign all_number[index_type*4 -: 4]=number;
    assign update_all_number=all_number;
endmodule : customer
$ cat run.sh
#!/bin/bash
# OpenROAD 26Q1-2900-gdf79404cd8, Yosys 0.63+post, stock flow scripts
make -C /OpenROAD-flow-scripts/flow DESIGN_CONFIG=/design/flow/config.mk WORK_HOME=/design/flow/orfs finish
$ cat config.mk
export PLATFORM = sky130hd
export DESIGN_NAME = customer
export DESIGN_NICKNAME = customer
export VERILOG_FILES = /design/flow/design.v
export SDC_FILE = /design/flow/constraint.sdc
export NUM_CORES = 4
export LEC_CHECK = 1
export CORE_AREA = 10 10 85 85
export DIE_AREA = 0 0 95 95
$ cat constraint.sdc
current_design customer

set clk_period 7.1
set clk_io_pct 0.2

create_clock -name clk0 -period $clk_period [get_ports {clk}]

set non_clock_inputs [all_inputs -no_clocks]
set_input_delay [expr $clk_period * $clk_io_pct] -clock clk0 $non_clock_inputs
set_output_delay [expr $clk_period * $clk_io_pct] -clock clk0 [all_outputs]
==> flow_summary.json <==
{
  "core-area_sq_um": 5470,
  "ys_cells": 101,
  "finalMaxSlewViolations": 0,
  "io_buffers": 33,
  "wire_per_inst_um": 10.6,
  "seq_area_sq_um": 240,
  "instances_no_fill": 187,
  "final.setup.tns_ns": 0,
  "p_int_mw": 0.130,
  "critical_path.cell_chain": "clkdlybuf4s50_1 -> mux2i_1 -> inv_1 -> and2_1 -> ha_1 -> ha_1 -> ha_1 -> xor2_1 -> xnor2_1 -> xnor3_1 -> xnor2_1 -> ha_1 -> a21oi_1 -> o21ai_0 -> a21oi_1",
  "areaGrowthSynthToFinish_pct": 29.9,
  "cp_slowest_cell": "clkdlybuf4s50_1",
  "crit_path_end": "update_saved_money[2]",
  "htreeDepth": 1,
  "cp_data_arrival_time_ns": 5.62,
  "cts_made_buffers": 3,
  "grt-ovfl-total": 0,
  "cts-root-buf": "clkbuf_8",
  "max_stage_delay_ns": 0.61,
  "critPathBufInv": 2,
  "postSynthAreaPerCell_sq_um": 9.69,
  "hold_path.class": "input port to flop",
  "cp_data_required_time_ns": 6.95,
  "worst_setup_path_end_kind": "flop",
  "slew_headroom_pct": 50.5,
  "fillCellCount": 608,
  "post-place-cells": 184,
  "p_leak_nw": 0.550,
  "antenna_found_initial": 0,
  "clock_sinks": 8,
  "chipArea_sq_um": 9030,
  "crit_family": "adder cells",
  "die_w_um": 95,
  "layout_top_cell": "clkdlybuf4s50_1",
  "warning_count": 37,
  "grt_usage_pct": 4.48,
  "critical_path_cell_count": 15,
  "yosys.stat.seqShare_pct": 24.6,
  "ys_ff": 8,
  "hold_viol_final": 0,
  "postRouteWirelength_mm": 1.98,
  "edf_count": 8,
  "drcViolationCount": 0,
  "crit_path_frequent_cell": "ha_1",
  "async_flop_share_pct": 0,
  "pwr-share-clk_pct": 30.4,
  "logic_area_sq_um": 517,
  "powerDensity_nw_per_um2": 136,
  "post_cts_resized": 0,
  "grt_pass1_vias": 700,
  "drt_iter0_drc": 12,
  "rsz0062_at_grt": "false",
  "ios": 85,
  "layout-drive-gt1-share_pct": 5.22,
  "synth_chip_area_sq_um": 978,
  "tightest_slew_ns": 0.742,
  "syn-instance-count": 101,
  "mostFrequentLayoutCells": "clkdlybuf4s50_1, ha_1, inv_1",
  "viasPerCell": 3.37,
  "vdd_ir_drop_max_uv": 60.9,
  "crit_type": "input port to flop",
  "hold_buffers": 0,
  "netlist_area_sq_um": 978,
  "grt_max_degree": 9,
  "die_y_um": 95,
  "crit_fanout": 8,
  "yosysWarnings": 11,
  "ant_nets": 0,
  "combinationalPowerShare_pct": 37.1,
  "outcome": "finished clean",
  "n_antenna_cell": 0,
  "finalCriticalPeriod_ns": 5.77,
  "rows": 27,
  "drt-pass1-iter-count": 2,
  "cts.path.max_buffers": 2,
  "startpoint": "index_type",
  "post_cts_buffers": 0,
  "power.switching_mw": 0.0425,
  "synthDistinctLibCells": 22,
  "seq_power_share_pct": 32.5,
  "finalCritPeriodShare_pct": 81.3,
  "grt_pass1_wl_mm": 3.25,
  "dp_hpwl_mm": 1.77,
  "swShare_pct": 24.6,
  "cap_violations": 0,
  "worstHoldStart": "saved_money[0]",
  "vias": 630,
  "max_freq_mhz": 173,
  "fp_util_pct": 17.9,
  "cts_tree": "built",
  "setup_violations": 0,
  "clkSlewWorstSetupHoldPaths_ns": 0.04,
  "gp_congestion": 0.801,
  "start_kind": "input port",
  "flop_cell": "edfxtp_1"
}
==> cell usage after synthesis, drive strengths merged, types with 2 or more instances <==
library cell	number	area share (%)
nor2b	2	1.5
a21o	2	1.5
buf	22	17
a21oi	6	3.1
xnor2	9	8.1
inv	14	5.4
and2	4	2.6
fa	2	4.1
mux2i	3	3.1
nand2	6	2.3
edfxtp	8	25
ha	15	19
==> worst min-delay path by stage <==
stage | endpoint | slack (ns) | depth (start not counted)
after CTS | update_saved_money[0] | 1.90 | 2
after global routing | update_saved_money[0] | 1.93 | 2
final | update_saved_money[0] | 1.90 | 2
==> power by group through the flow <==
stage         Combinational, mW  Clock (mW)  Sequential, mW
global route             0.0757      0.0573          0.0561
finish                   0.0641      0.0526          0.0561
CTS                      0.0658      0.0543          0.0561
==> layout make-up <==
| class | instances | share of cell area [%] |
|---|---|---|
| Multi-Input combinational cell | 57 | 40.6 |
| Timing Repair Buffer | 33 | 26.0 |
| Sequential cell | 8 | 18.9 |
| Tap cell | 72 | 7.09 |
| Inverter | 14 | 4.13 |
| Clock buffer | 3 | 3.25 |
==> routing by layer <==
layer / track usage [%] / up-vias / part of all wire [%]
met5: 0 / - / 0
met4: 1.12 / 0 / 2.3
met3: 1.52 / 5 / 11
met2: 7.49 / 31 / 46
met1: 5.42 / 257 / 41
li1: - / 337 / -
==> cell families (layout without fill, tap and decap cells) <==
logic type	count (synthesis)	count (layout)	synth area share, %
flops	8	8	24.6
other cells	1	1	0.383
compound gates	9	9	5.11
buf+inv	36	50	22.6
mux	4	4	4.22
fa+ha+maj	17	17	23.3
xor+xnor	11	11	11.3
simple gates	15	15	8.57
==> state kept, by name (all words and copies together) (netlist names) <==
name,count
update_saved_money,4
remainig_money,4
==> per-stage QoR <==
stage | hold WS, ns | utilization (%) | setup slack [ns] | power (mW) | instance area (sq um)
global placement | 2.13 | 22.5 | 1.01 | 0.122 | 1230
finish | 1.90 | 23.2 | 1.33 | 0.173 | 1270
floorplan | 1.63 | - | 2.05 | 0.105 | 978
CTS | 1.90 | 23.2 | 1.23 | 0.176 | 1270
global route | 1.93 | 23.2 | 0.879 | 0.189 | 1270
detailed placement | 2.13 | 22.5 | 0.997 | 0.122 | 1230
Power is estimated from default activity; no workload was simulated.
